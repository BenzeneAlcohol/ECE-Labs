`/design/flow/run.sh`:
```
#!/bin/bash
# OpenROAD 26Q1-2900-gdf79404cd8, Yosys 0.63+post, stock flow scripts
make -C /OpenROAD-flow-scripts/flow DESIGN_CONFIG=/design/flow/config.mk WORK_HOME=/design/flow/orfs finish
```
`/design/flow/config.mk`:
```
export PLATFORM = sky130hd
export DESIGN_NAME = ALU
export DESIGN_NICKNAME = ALU
export VERILOG_FILES = /design/flow/design.v
export SDC_FILE = /design/flow/constraint.sdc
export NUM_CORES = 4
export LEC_CHECK = 1
export CORE_AREA = 10 10 70 70
export DIE_AREA = 0 0 80 80
```
`/design/flow/constraint.sdc`:
```
current_design ALU

set clk_period 10.5
set clk_io_pct 0.2

create_clock -name clk0 -period $clk_period

set non_clock_inputs [all_inputs -no_clocks]
set_input_delay [expr $clk_period * $clk_io_pct] -clock clk0 $non_clock_inputs
set_output_delay [expr $clk_period * $clk_io_pct] -clock clk0 [all_outputs]
```
`/design/flow/design.v`:
```
module ALU(X,Y,Z, Carry);
	input [15:0] X, Y;
	output [15:0] Z;
	output Carry;
assign {Carry, Z} = X + Y;
endmodule
```
==> impl_metrics.env <==
# source this file to load flow results
export IMPL_power_density_mw_per_mm2=64.00
export IMPL_hold_violations=0
export IMPL_top_cell_area_share_pct=23.39
export IMPL_grt_pass1_wl_mm=4.443
export IMPL_ys_seq_share_pct=0
export IMPL_io_buffer_count=49
export IMPL_postCtsHoldBufs=0
export IMPL_die_width_um=80
export IMPL_worst_slack_ns=3.676
export IMPL_tns_ns=0
export IMPL_grt_use_total_pct=7.982
export IMPL_place_ws_ns=3.651
export IMPL_warning_count=32
export IMPL_top_area_cell="ha_1"
export IMPL_first_global_vias=937
export IMPL_critPathMaxStageDelay_ns=0.52
export IMPL_status="complete, no violations"
export IMPL_final_seq_area_sq_um=0
export IMPL_maxCapViolations=0
export IMPL_drive_gt1_share_pct=3.974
export IMPL_fill_cells=356
export IMPL_synthCells=110
export IMPL_slew_limit_headroom_pct=67.15
export IMPL_synth_cell_types=39
export IMPL_setup_worst_path_start="X[0]"
export IMPL_grt_max_degree=12
export IMPL_slew_violations=0
export IMPL_first_pass_iters=4
export IMPL_whs_path_depth=3
export IMPL_initCoreUtil_pct=25.05
export IMPL_die_h_um=80
export IMPL_dp_hpwl_mm=2.304
export IMPL_min_path_type="in2out"
export IMPL_ios=49
export IMPL_viasPerCell=5.036
export IMPL_holdWs_ns=5.236
export IMPL_n_antenna_cell=0
export IMPL_vdd_ir_drop_worst_mv=0.01869
export IMPL_min_from="Y[0]"
export IMPL_ff_count=0
export IMPL_crit_chain="clkdlybuf4s50_1 -> ha_1 -> fa_1 -> a21o_1 -> a221oi_2 -> o21ai_2 -> o311ai_1 -> clkdlybuf4s50_1"
export IMPL_ys_warn_count=0
export IMPL_rsz0062_at_grt="false"
export IMPL_synth_cell_area_sq_um=855.8
export IMPL_final_clkbuf_count=0
export IMPL_critPathCaptureType="output port"
export IMPL_postCtsSetupBuffers=0
export IMPL_worst_pin_slew_ns=0.4904
export IMPL_area_delta_synth_final_pct=58.77
export IMPL_critPathSlowestCell="clkdlybuf4s50_1"
export IMPL_logic_area_sq_um=795.8
export IMPL_p_leak_nw=0.5840
export IMPL_finalClockPeriodUsage_pct=64.99
export IMPL_grt_antenna_before_repair=0
export IMPL_drt_initial_drc_count=59
export IMPL_worst_setup_path_start_kind="input pin"
export IMPL_avgRoutedWirePerCell_um=13.84
export IMPL_yosys_cells=110
export IMPL_critPathArrivalTime_ns=4.72
export IMPL_ant_nets=0
export IMPL_crit_type="in2out"
export IMPL_cp_top_family="AND-OR/OR-AND gates"
export IMPL_crit_fanout=3
export IMPL_hold_end="Z[0]"
export IMPL_synth_area_per_cell_sq_um=7.780
export IMPL_core_area_sq_mm=0.003416
export IMPL_overflow=0
export IMPL_fin_crit_ns=6.824
export IMPL_cpMostUsedCell="clkdlybuf4s50_1"
export IMPL_routed_wl_mm=2.726
export IMPL_place_congestion=0.8543
export IMPL_dieArea_sq_mm=0.006400
export IMPL_crit_cells=8
export IMPL_ys_top_cells_by_area="ha_1, a21o_1, xnor2_1, xor2_1, a21oi_1"
export IMPL_fp_row_count=21
export IMPL_yosys_area_sq_um=855.8
export IMPL_required_ns=8.40
export IMPL_fmax_ghz=0.1465
export IMPL_cts_resized=0
export IMPL_vias=992
export IMPL_drc_errors=0
export IMPL_crit_buf_inv=2
export IMPL_setup_violations=0
-- metal layers --
layer  track usage (%)  share of wire (%)  vias to the layer above
li1                  -                  -                      515
met1             11.14                 48                      447
met2             13.40                 45                       30
met3             1.136                6.5                        0
met4                 0                  0                        0
met5                 0                  0                        -
-- layout make-up --
class / instances / area share, %
Multi-Input combinational cell: 98 / 58.56
Inverter: 4 / 1.105
Timing Repair Buffer: 49 / 36.10
Tap cell: 46 / 4.236
-- synthesized netlist by cell type, drive strengths merged, types with 3 or more instances --
cell	n
ha	16
a21o	9
a21oi	8
buf	7
xnor2	6
o21ai	5
a211oi	4
and3	4
inv	4
nand2	4
xor2	4
nand3	3
nor2	3
nor3	3
nor4	3
o211ai	3
-- cell usage in the layout (no fill, tap or decap), types with 2 or more instances in the layout --
cell type	n
clkdlybuf4s50_1	49
o21ai_0	4
inv_1	4
a21oi_2	2
xnor2_1	6
a21oi_1	6
nor2_1	3
a221oi_2	2
nor4_1	3
nand4_1	2
nand3_1	3
a21o_1	9
ha_1	16
nor2b_1	2
nand2_1	4
o211ai_1	3
and3_1	4
nor3_1	3
a41oi_1	2
xor2_1	4
a211oi_1	4
-- power by group --
part | switching [mW] | total (mW) | leakage, nW | internal (mW)
logic | 0.0336 | 0.0870 | 0.584 | 0.0533
registers | 0 | 0 | 0 | 0
clock network | 0 | 0 | 0 | 0
-- cells by family (layout without fill, tap and decap cells) --
| kind of cell | Yosys count | after routing | synth area share (%) |
|---|---|---|---|
| xor+xnor | 10 | 10 | 10.23 |
| fa+ha+maj | 17 | 17 | 25.73 |
| buf+inv | 12 | 53 | 7.017 |
| compound gates | 44 | 44 | 39.91 |
| simple gates | 27 | 27 | 17.10 |
-- how the worst max path moves through the flow --
stage	slack (ns)	end
CTS	3.66	Z[14]
global route	3.50	Z[14]
finish	3.68	Z[14]
-- metrics by stage --
| step | instance area, sq um | utilization [%] | total power [mW] | std cells |
|---|---|---|---|---|
| 2_1_floorplan | 855.8 | - | 0.04232 | 110 |
| 3_3_place_gp | 1359 | 39.78 | 0.08726 | 197 |
| 3_5_place_dp | 1359 | 39.78 | 0.08759 | 197 |
| 4_1_cts | 1359 | 39.78 | 0.08819 | 197 |
| 5_1_grt | 1359 | 39.78 | 0.09653 | 197 |
| 6_report | 1359 | 39.78 | 0.08697 | 197 |
No activity file was given, so power comes from the tool's default toggle rates.
