File: design/flow/config.mk
export PLATFORM = sky130hd
export DESIGN_NAME = signmulti
export DESIGN_NICKNAME = signmulti
export VERILOG_FILES = /design/flow/design.v
export SDC_FILE = /design/flow/constraint.sdc
export NUM_CORES = 4
export LEC_CHECK = 1
export CORE_UTILIZATION = 40
File: design/flow/constraint.sdc
current_design signmulti

set clk_period 3.3
set clk_io_pct 0.2

create_clock -name clk0 -period $clk_period [get_ports {clock}]

set non_clock_inputs [all_inputs -no_clocks]
set_input_delay [expr $clk_period * $clk_io_pct] -clock clk0 $non_clock_inputs
set_output_delay [expr $clk_period * $clk_io_pct] -clock clk0 [all_outputs]
File: design/flow/design.v
module signmulti(input clock, reset, strt, input [3:0]A, B, output reg [7:0] P, output reg done);
localparam S0=0, S1=1, S2=2, S3=3, S4=4, S5=5;
reg [7:0] a_d, a_q, pdt_d, pdt_q;
reg [2:0] state_d, state_q;
reg [3:0] b_d, b_q;
assign P = pdt_q;
always @ (posedge clock , negedge reset)
begin
	if(!reset) state_q <=S0;
	else begin
	state_q <= state_d;
	pdt_q <=pdt_d;
	a_q <= a_d;
	b_q <= b_d;
	end
end
always @(*) begin
	state_d = state_q;
	done = 1'b0;
	case(state_q)
		S0:if(strt) state_d=S1;
		S1: state_d=S2;
		S2: state_d=S3;
		S3: state_d=S4;
		S4: state_d=S5;
		S5: begin
		done= 1'b1;
		if(strt)state_d =S1;
		end
		default: state_d=S0;
	endcase
end
always @(*)
begin
pdt_d = pdt_q; a_d = a_q; b_d = b_q;
case (state_q)
S0: begin
pdt_d = {8{1'b0}};
a_d = A;
b_d = B;
end
S1: begin
a_d = a_q << 1;
b_d = b_q >> 1;
if (b_q[0] == 1'b1) begin
	if(A[3] == 1'b1) pdt_d = {4'b1111,a_q[3:0]} +pdt_q; 
	else pdt_d = a_q + pdt_q;
	end
end
S2: begin
a_d = a_q << 1;
b_d = b_q >> 1;
if (b_q[0] == 1'b1) begin
	if(A[3] == 1'b1) pdt_d = {3'b111,a_q[4:1], 1'b0} +pdt_q; 
	else pdt_d = a_q + pdt_q;
	end
end
S3: begin
a_d = a_q << 1;
b_d = b_q >> 1;
if (b_q[0] == 1'b1) begin
	if(A[3] == 1'b1) pdt_d = {2'b11,a_q[5:2], 2'b00} +pdt_q; 
	else pdt_d = a_q + pdt_q;
	end
end
S4: begin
	a_d = a_q << 1;
	b_d = b_q >> 1;
	if (b_q[0] == 1'b1) begin
		if(B[3] == 1'b1) pdt_d = {1'b0, (~A+1'b1),3'b000} +pdt_q; 
		else if(A[3] == 1'b1) pdt_d = {1'b1,a_q[6:3], 3'b000} +pdt_q; 
		else pdt_d = a_q + pdt_q;
	end
end
default: pdt_d = pdt_q;
endcase
end
endmodule
module testsignedmulti();
reg clock, reset, strt;
reg [3:0] A, B;
wire [7:0] P;
wire done;
signmulti pp(.clock(clock), .reset(reset), .strt(strt), .A(A), .B(B), .P(P), .done(done));
initial
begin
	clock=0;reset=0; 
	#20; clock=1; 
	A=4'b1011; B= 4'b1101;
	#20 reset=1; clock=0; strt=1'b1;
	#20 clock =1; #20 clock=0;
	#20 clock =1; #20 clock=0;
	#20 clock =1; #20 clock=0;
	#20 clock =1; #20 clock=0;
	#20 clock =1; #20 clock=0;
	#20 clock =1; #20 clock=0;
	#20 clock =1; #20 clock=0;
end
endmodule
File: design/flow/run.sh
#!/bin/bash
# OpenROAD 26Q1-2900-gdf79404cd8, Yosys 0.63+post, stock flow scripts
make -C /OpenROAD-flow-scripts/flow DESIGN_CONFIG=/design/flow/config.mk WORK_HOME=/design/flow/orfs finish
==> flow_results.org <==
#+TITLE: Synthesis and PnR summary

** Clock network
- # H-tree levels :: 1
- Buffer type at the clock tree root :: sky130_fd_sc_hd__clkbuf_8
- Clock slew at the register clock pins of the worst setup and hold paths :: 100 ps
- TritonCTS clock tree :: yes
- Sinks on Clock Net :: 26
- Total CTS buffers :: 3
- CTS hold repair buffers :: 0
- Post-CTS repair timing setup buffer count :: 0
- The later pin in the worst-skew pair is clocked with a latency of 270 ps.
- The clock passes through at most 2 buffers.
- The number of gates resized after CTS was 0.

** Floorplanning
- Die Y :: 76.7 um
- Pin placement for this block handled 20 I/O pins.
- Horizontal die size :: 76.7 um
- Starting density of the core :: 42.6%
- Standard-cell rows :: 26
- In this run the full chip footprint comes out at 5880 um2.
- The region available for standard cell placement spans 5240 um2.

** Logic synthesis
- Syn Area/Cell :: 9.74 um2
- Per the synthesis report, the dominant area consumer among library cells is sky130_fd_sc_hd__edfxtp_1.
- The synthesized netlist devotes 19.9% of its cell area to simple gates.
- XOR-XNOR Cells, Area Fraction :: 7.46%
- Yosys-reported design area after synthesis :: 2230 um2
- The number of different library cells used by synthesis comes to 57.
- The number of cells reported by Yosys stat comes to 229.
- Number of synthesized flops with an enable pin :: 20
- Synthesized-area fraction occupied by ao, oa, aoi and oai cells :: 16.8%
- Top-count cell post-synth :: sky130_fd_sc_hd__edfxtp_1
- The synthesis log from Yosys contains 2 warnings.
- Sequential-to-total area share from yosys stat :: 33.7%
- Adder-cell share of the synthesized area :: 11.2%
- Summing every instance area after synthesis gives 2230 um2.
- Flops out of synthesis :: 26
- Leading register cell type out of synthesis :: sky130_fd_sc_hd__edfxtp_1
- The share of synthesized area in the top cell type comes to 26.9%.
- Yosys attributes the largest share of cell area to sky130_fd_sc_hd__edfxtp_1 27%, sky130_fd_sc_hd__ha_1 6.7%, sky130_fd_sc_hd__dfrtp_1 5.6%, sky130_fd_sc_hd__xnor2_1 5.1%, sky130_fd_sc_hd__fa_1 4.5%.
- Mapped Cells :: 229
- Of the combinational cells, the family taking the most area is simple AND/OR/NAND/NOR gates.
- In the synthesized netlist the async set-or-reset flop fraction comes to 23.1%.
- Mux cell area share :: 3.42%
- Top cells by count :: 20 x sky130_fd_sc_hd__edfxtp_1, 16 x sky130_fd_sc_hd__nor2_1, 13 x sky130_fd_sc_hd__inv_1, 13 x sky130_fd_sc_hd__o21ai_0, 13 x sky130_fd_sc_hd__xnor2_1

** Pwr
- P_int :: 0.000699 W
- NetSw :: 0.000304 W
- VDD IR-drop max :: 0.272 mV
- Reg power frac :: 42.2%
- Combinational logic is responsible for 30.8% of the overall power.
- Switching portion of total power :: 30.3%
- Total leakage power :: 0.945 nW
- Power per standard cell area :: 404 nW/um2
- The clock network is responsible for 26.9% of the overall power.

** Critical path
- Arr. time, crit path :: 2890 ps
- Required time at the worst-slack endpoint :: 3330 ps
- Most numerous cell on the critical path :: sky130_fd_sc_hd__ha_1
- Together, buffers and inverters on the worst path number 2.
- Max incr delay on CP :: 670 ps
- In this run the critical path is formed by clkdlybuf4s50_1 -> inv_1 -> ha_1 -> xnor2_1 -> ha_1 -> or4b_2 -> nand3_1 -> nor3_1 -> o221ai_1 -> o211ai_1.
- The largest individual stage delay along the critical path comes from the cell sky130_fd_sc_hd__or4b_2.
- Maximum fanout along the worst path :: 4
- Critical Path Start Type :: primary input
- Endpoint type of the worst setup path :: flip-flop
- Worst setup path category :: in2reg
- Path depth of the worst reg2reg path :: 7
- Cell family with the largest share of critical-path delay :: simple AND/OR/NAND/NOR gates
- Critical Path Stages :: 10

** Drt
- Wire length reported by the detailed router :: 5.37 mm
- Iteration-0 DRC Markers :: 107
- The detail route stage leaves a number of antenna-violating nets equal to 0.
- Routed via count divided by cell count :: 5.75
- 1st-pass router iterations :: 4
- The routed layout reports a DRC error count of 0.
- The final route contains 1,777 vias.
- Routed wirelength normalized by instance count :: 17.4 um
- Number of diodes :: 0

** Cells and area
- Compared with the post-synthesis result, the final layout area differs by 11.3%.
- Share of final-layout standard cells stronger than drive strength 1 :: 8.79%
- Fill cells :: 503

** Final timing
- Sum of negative setup slack :: 0 ps
- The final hold violation count recorded for this run is 0.
- Post-layout period usage :: 86.8%
- The highest clock rate this design can be run at is 349 MHz.
- Number of pins exceeding their max-slew limit in the final report :: 0
- The worst-case max-slew headroom was logged as 60.0%.
- Setup repair after global routing left no endpoint under its margin.
- The last timing report of the flow puts the setup violation total at 0.
- Crit path setup slack, layout :: 435 ps
- Final worst path period need :: 2860 ps
- Slew at the pin closest to its max-slew limit :: 601 ps
- Worst-case clock skew :: 2.55 ps

** GRT
- After global routing the overflow that remains totals 0.
- Entering global routing, the biggest net connects 29 pins.
- GRT Overall Usage :: 20.6%
- Initial antenna violation count :: 0
- First-pass GRT wire length :: 9.09 mm
- Vias in the first global route :: 1,756

** Job
- In this run the maximum-capacitance check reported violations numbering 0.
- Stage-log warning count :: 25

** Outcome
- The run finished with clean final reports.

** Placed design
- Dpl ws :: 137 ps
- Routability-driven placement finished with a final weighted congestion of 0.866.
- In the placement report, post-DP HPWL is listed as 3.92 mm.
- The buffer_ports step reported a buffer count of 19.

** Worst hold path
- HP Class :: reg2reg
- Min-Delay Path Depth :: 1
-- metrics by stage --
step / instance area [um2] / power (W) / hold WS, ps / instances / utilization (%)
floorplan: 2230 / 0.000658 / 364 / 229 / -
global placement: 2410 / 0.000738 / 494 / 305 / 46.1
detailed placement: 2410 / 0.000739 / 495 / 305 / 46.1
CTS: 2480 / 0.00101 / 512 / 309 / 47.4
global route: 2480 / 0.00107 / 530 / 309 / 47.4
finish: 2480 / 0.00100 / 510 / 309 / 47.4
-- flip-flops by register name (all words and copies together) (netlist names) --
register  count
pdt_q         8
state_q       6
a_q           8
b_q           4
-- layout make-up --
type	count	area, um2	share of cell area (%)
flip-flops and latches	26	752	30.3
repair buffers	22	213	8.56
multi-input cells	174	1310	52.8
clock buffers	3	41.3	1.66
clock inverters	1	30.0	1.21
inverters	13	48.8	1.96
well taps	70	87.6	3.53
-- layer usage --
metal	up-vias	track usage (%)	wire length (um)
met5	-	0	0
met4	0	2.50	48
met3	4	2.90	256
met2	35	32.6	2600
met1	871	32.3	2460
li1	867	-	-
-- worst paths after layout --
| path | end | slack (ps) | startpoint |
|---|---|---|---|
| max | pdt_q[6]$_DFFE_PP_ | 440 | A[0] |
| min | state_q[0]$_DFF_PN1_ | 510 | state_q[0]$_DFF_PN1_ |
| max reg2reg | pdt_q[7]$_DFFE_PP_ | 760 | pdt_q[3]$_DFFE_PP_ |
| min reg2reg | state_q[0]$_DFF_PN1_ | 510 | state_q[0]$_DFF_PN1_ |
| max in group asynchronous | state_q[0]$_DFF_PN1_ | 2380 | reset |
| min in group asynchronous | state_q[4]$_DFF_PN0_ | 630 | reset |
-- cells in the final DEF, fill, tap and decap left out, drive strengths merged, types with 5 or more instances in the layout --
cell type      count
and2               7
a31oi              6
mux2               5
nor2b              6
xor2               6
nand3              9
xnor2             13
clkdlybuf4s50     19
ha                12
inv               13
a21oi              6
edfxtp            20
o21ai             14
nand2              7
fa                 5
dfrtp              5
nor2              16
-- logic make-up after synthesis --
kind of cell | count (synthesis)
buffers and inverters | 29
AND-OR/OR-AND | 55
adder cells (fa/ha/maj) | 17
AND/OR/NAND/NOR | 76
XOR/XNOR | 19
flip-flops | 26
multiplexers | 7
-- power groups by stage --
stage         sequential [W]  combinational, W  clock [W]
CTS                 0.000424          0.000310   0.000281
global route        0.000428          0.000345   0.000294
finish              0.000423          0.000309   0.000270
Power and IR drop assume default switching activity.
