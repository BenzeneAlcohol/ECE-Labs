===== /design/flow/config.mk =====
export PLATFORM = sky130hd
export DESIGN_NAME = DiviEC149
export DESIGN_NICKNAME = DiviEC149
export VERILOG_FILES = /design/flow/design.v
export SDC_FILE = /design/flow/constraint.sdc
export NUM_CORES = 4
export LEC_CHECK = 1
export CORE_UTILIZATION = 40

===== /design/flow/constraint.sdc =====
current_design DiviEC149

set clk_period 29.1
set clk_io_pct 0.2

create_clock -name clk0 -period $clk_period

set non_clock_inputs [all_inputs -no_clocks]
set_input_delay [expr $clk_period * $clk_io_pct] -clock clk0 $non_clock_inputs
set_output_delay [expr $clk_period * $clk_io_pct] -clock clk0 [all_outputs]

===== /design/flow/design.v =====
module DiviEC149(X,Y,RESULT);
    parameter WIDTH = 8;
    input [WIDTH-1:0] X;
    input [WIDTH-1:0] Y;
    output [WIDTH-1:0] RESULT; 
    reg [WIDTH-1:0] RESULT = 0;
    reg [WIDTH-1:0] ai, bi;
    reg [WIDTH:0] pi;   
    integer i;
    always@ (X or Y)
    begin
        ai = X;
        bi = Y;
        pi = 0;
        for(i=0;i < WIDTH;i=i+1)
		begin
            pi = {pi[WIDTH-2:0],ai[WIDTH-1]};  
            ai[WIDTH-1:1] = ai[WIDTH-2:0];  
            pi = pi-bi;  
            if(pi[WIDTH-1] == 1)    begin  
                ai[0] = 0;
                pi = pi + bi;   end
            else
                ai[0] = 1;
        end
        RESULT = ai;   
    end 
endmodule
module division_TB;
    parameter WIDTH = 8;
    reg [WIDTH-1:0] X;
    reg [WIDTH-1:0] Y;
    wire [WIDTH-1:0] RESULT;
    DiviEC149 D1 (X,Y,RESULT);
    initial begin
        X = 21;    Y = 10; #100;
        X = 33;    Y = 11; #100;
        X = 32; Y = 2;  #100;
        X = 12; Y = 3; #100;
        X = 99; Y = 67;  #100;
        X = 220;    Y = 3;  #100;
    end
endmodule

===== /design/flow/run.sh =====
#!/bin/bash
# OpenROAD 26Q1-2900-gdf79404cd8, Yosys 0.63+post, stock flow scripts
make -C /OpenROAD-flow-scripts/flow DESIGN_CONFIG=/design/flow/config.mk WORK_HOME=/design/flow/orfs finish

==> impl_report.txt <==
==== FLOW RESULTS ====
----------------------------------------------------
[Outcome]
  Outcome ........................ completed

[Cells and area]
  Fraction of layout instances using a drive strength above 1 ........................ 0.125
  Flip-flops ........................ 0
  Layout Area Growth over Synthesis ........................ 16.0%
  Clock buffer instance count of the final layout ........................ 0
  Layout Utilization ........................ 0.477
  Fillcell total ........................ 1048
  Post-Layout Inst Area ........................ 5170 µm²
  Comb. cell area ........................ 4310 µm²
  Area taken by flip-flops and latches ........................ 0 µm²

[STA]
  Final number of setup-violating endpoints ........................ 0
  Worst slew pin tran ........................ about 0.73 ns
  Final worst path period share ........................ 0.955
  Total Negative Setup Slacks ........................ 0 ns
  Max Clock Freq ........................ 36.0 MHz
  Worst-case headroom to the max-slew limit ........................ 0.512
  Count of final max-slew check failures ........................ 0
  Total count of hold-check failures in the final report ........................ 0
  Clock period minus worst slack ........................ 27.78 ns

[Placement]
  Buffers on Ports ........................ 24
  Placer congestion estimate ........................ 0.882
  HPWL reported at the end of detailed placement ........................ ~9000 µm
  Placed inst area ........................ 5000 µm²

[Critical path]
  Critical-path top delay cell ........................ sky130_fd_sc_hd__clkdlybuf4s50_1
  Buffers & Inverters on Critical Path ........................ 5
  Worst Path Required ........................ 23.28 ns
  Peak fanout along the critical path ........................ 9
  Most frequent cell on the critical path ........................ sky130_fd_sc_hd__a21oi_1
  Crit-path leading delay family ........................ AND-OR/OR-AND gates
  Crit path DAT ........................ roughly 22 ns
  Classification of the worst setup path ........................ in2out
  Type of destination of the critical path ........................ output pin
  Delay of the slowest cell on the worst path ........................ just under 0.5 ns
  Startpoint type of the worst setup path ........................ primary input

[Floorplanning]
  Starting utilization of the core area ........................ 0.411
  Die Size ........................ 11600 µm²
  Placeable Area ........................ 10800 µm²
  Die span in x ........................ 108 µm
  Cell row count ........................ 38
  Chip height ........................ 108 µm
  Top-level I/O count ........................ 24

[Detailed routing]
  Total vias in the final route ........................ around 4000
  Drt first pass iters ........................ 4
  Antenna Cells ........................ 0
  DRT antenna net count ........................ 0
  Via count normalized by instance count ........................ between 5 and 6
  Number of remaining DRC errors ........................ 0
  Violation count after the first detailed-routing iteration ........................ 156
  Wire length per cell after detailed routing ........................ 14.4 µm
  WL final ........................ 11100 µm

[Logic synthesis]
  Most common cell in the netlist ........................ sky130_fd_sc_hd__ha_1
  Area share of fa/ha/maj cells after synthesis ........................ 0.293
  Number of different library cells in the post-synthesis netlist ........................ 74
  Post-Synth Simple-Gate Area ........................ 0.174
  Synthesized chip area reported by yosys ........................ roughly 4500 µm²
  Syn_area_per_cell ........................ roughly 7.5 µm²
  Synth top area cells ........................ sky130_fd_sc_hd__ha_1, sky130_fd_sc_hd__xnor2_1, sky130_fd_sc_hd__a21oi_1, sky130_fd_sc_hd__xor2_1, sky130_fd_sc_hd__fa_1
  Xor/xnor share ........................ 0.174
  Most frequent cells after synthesis ........................ sky130_fd_sc_hd__ha_1, sky130_fd_sc_hd__inv_1, sky130_fd_sc_hd__xnor2_1, sky130_fd_sc_hd__a21oi_1, sky130_fd_sc_hd__nand2_1
  YS warnings ........................ 1
  Yosys cell count ........................ 591
  Synthesized cell area ........................ 4450 µm²
  Largest family of logic cells by area ........................ adder cells
  Top-area cell share ........................ 0.239
  Cell type with the largest total area ........................ sky130_fd_sc_hd__ha_1
  Synthesized netlist cell count ........................ 591
  Sequential fraction of the synthesis area ........................ 0
  Area fraction in mux cells ........................ 0.0447
  AND-OR/OR-AND Cells, Area Fraction ........................ 0.253

[Clocking]
  Count of hold-fix buffers inserted at cts ........................ 0

[Global routing]
  Number of global-route vias before repair ........................ 3739
  Combined global-route utilization of all metal layers ........................ 0.205
  Total gr overflow ........................ 0
  Initial antenna violation count ........................ 0
  Global-route wire length before repair ........................ approximately 18000 µm
  Maximum number of pins on one net before global-route repair ........................ 20

[Job]
  Number of logged tool warnings ........................ 40
  Number of maximum-capacitance constraint violations ........................ 0

[Min path]
  Path category of the worst min-delay check ........................ in2out

----------------------------------------------------
## timing repair
item                       CTS  global route
pin swaps                    0             6
gates resized                1            28
buffers inserted             0             3
setup endpoints to repair    1             1
## metal layers
metal / up-vias / share of wire / wire, µm / track usage
met2: 64 / 0.44 / 4940 / 0.330
li1: 2181 / - / - / -
met3: 11 / 0.046 / 514 / 0.00741
met5: - / 0 / 0 / 0
met1: 1845 / 0.50 / 5550 / 0.316
met4: 0 / 0.013 / 146 / 0.0166
## worst min-delay path, stage by stage
cell                              delay (ns)
sky130_fd_sc_hd__clkdlybuf4s50_1        0.39
sky130_fd_sc_hd__buf_4                  0.21
sky130_fd_sc_hd__xor2_1                 0.22
sky130_fd_sc_hd__inv_1                  0.12
sky130_fd_sc_hd__clkdlybuf4s50_1        0.42
## layout make-up
type | instances | share of cell area
Tap cell | 140 | 0.0339
Inverter | 65 | 0.0472
Timing Repair Buffer | 49 | 0.0853
Multi-Input combinational cell | 520 | 0.834
## layout by cell type (no fill, tap or decap), types with 4 or more instances in the layout
cell                              synthesis  final
sky130_fd_sc_hd__a211oi_1                 7      6
sky130_fd_sc_hd__a21boi_0                 4      4
sky130_fd_sc_hd__a21o_1                  21     21
sky130_fd_sc_hd__a21oi_1                 50     49
sky130_fd_sc_hd__and3_1                   4      4
sky130_fd_sc_hd__buf_4                    0     24
sky130_fd_sc_hd__clkdlybuf4s50_1          0     24
sky130_fd_sc_hd__fa_1                    12     12
sky130_fd_sc_hd__ha_1                    85     83
sky130_fd_sc_hd__inv_1                   62     62
sky130_fd_sc_hd__mux2_2                   4      4
sky130_fd_sc_hd__mux2_4                   6      6
sky130_fd_sc_hd__mux2i_1                  5      5
sky130_fd_sc_hd__nand2_1                 46     45
sky130_fd_sc_hd__nand2b_1                 6      6
sky130_fd_sc_hd__nand3_1                  6      5
sky130_fd_sc_hd__nand4_1                  6      6
sky130_fd_sc_hd__nor2_1                  40     40
sky130_fd_sc_hd__nor2b_1                 13     13
sky130_fd_sc_hd__nor3_1                  15     14
sky130_fd_sc_hd__o21a_1                   4      4
sky130_fd_sc_hd__o21ai_0                 33     26
sky130_fd_sc_hd__o21ai_1                  3      8
sky130_fd_sc_hd__o21bai_1                 7      7
sky130_fd_sc_hd__xnor2_1                 54     50
sky130_fd_sc_hd__xnor2_2                  0      4
sky130_fd_sc_hd__xor2_1                  28     24
sky130_fd_sc_hd__xor2_2                   0      4
## final timing paths
kind | slack (ns) | startpoint | end | cells past startpoint
setup / recovery | 1.32 | Y[0] | RESULT[0] | 88
hold / removal | 13.00 | Y[7] | RESULT[7] | 5
## kinds of logic after synthesis
kind of cell	after synthesis
buf+inv	71
fa+ha+maj	97
simple gates	156
compound gates	167
xor+xnor	84
mux	16
## stage by stage
| stage | setup slack, ns | hold WS (ns) | instances |
|---|---|---|---|
| 6_report | 1.32 | 13.00 | 774 |
| 5_1_grt | -0.0672 | 13.09 | 774 |
| 3_3_place_gp | 0.174 | 13.03 | 771 |
| 3_5_place_dp | 0.0197 | 13.00 | 771 |
| 2_1_floorplan | 1.66 | 11.91 | 591 |
| 4_1_cts | 0.0831 | 13.01 | 771 |
